$ cat flow/config.mk
export PLATFORM = sky130hd
export DESIGN_NAME = pingpang
export DESIGN_NICKNAME = pingpang
export VERILOG_FILES = /design/flow/design.v
export SDC_FILE = /design/flow/constraint.sdc
export NUM_CORES = 4
export LEC_CHECK = 1
export CORE_UTILIZATION = 40
$ cat flow/constraint.sdc
current_design pingpang

set clk_period 3.3
set clk_io_pct 0.2

create_clock -name clk0 -period $clk_period [get_ports {HSE}]

set non_clock_inputs [all_inputs -no_clocks]
set_input_delay [expr $clk_period * $clk_io_pct] -clock clk0 $non_clock_inputs
set_output_delay [expr $clk_period * $clk_io_pct] -clock clk0 [all_outputs]
$ cat flow/design.v
`timescale 1ms/1ms
module pingpang (rst,play1,play2,light,sel,dig,HSE);
input rst;          			 
input play1,play2;  			 
input HSE;              	 
output [7:0]sel;   			 
output [7:0]dig; 				 
output [15:0]light;       	 
reg [7:0]sel;
reg [7:0]dig;
wire rst,HSE;
wire play1,play2;
reg clk;					 
reg clk_1khz;			 
reg [15:0]light;
reg [3:0]sum1,sum2;	 
reg [36:0]counter;	 
reg [36:0]counter1;	 
reg [6:0]cnt1,cnt2; 	 
reg [7:0]led_p11,led_p12,led_p21,led_p22;		 
reg [7:0]led_j1,led_j2;								 
reg [2:0]jushu_p1,jushu_p2;						 
reg [2:0]cnt;                                 
always@(posedge HSE or negedge rst)  
begin
	if(!rst)
		counter<=0;
	else if(HSE)
	begin
		if(counter>249999)
			begin counter<=0; clk<=~clk;end
		else
			counter<=counter+1;
	end
end
always@(posedge HSE or negedge rst) 
begin
	if(!rst)
		counter1<=0;
	else if(counter1 > 24999)
		begin counter1<=0;clk_1khz=~clk_1khz; end
	else counter1<=counter1+1;
end
always @ (posedge clk or negedge rst)    
if (!rst)
   cnt1<=0;
else if (clk) 
   begin 
	if(cnt1>7'b010_0111) 
		cnt1<=0;
	else 
		cnt1<=cnt1+1'b1;
	end 
always @ (posedge clk or negedge rst)    
if (!rst)
   cnt2<=0;
else if (clk) 
   begin 
	if(cnt2>7'b100_1111) 
	cnt2<=0;
	else 
	cnt2<=cnt2+1'b1;
	end 
parameter 
s_0=4'b0000, 
s_1=4'b0001, 
s_2=4'b0010, 
s_3=4'b0011, 
s_4=4'b0100, 
s_5=4'b0101, 
s_6=4'b0110, 
s_7=4'b0111, 
s_8=4'b1000, 
s_9=4'b1001, 
s_10=4'b1010, 
s_11=4'b1011, 
s_12=4'b1100; 
reg [3:0]stage;  
always @ (posedge clk or negedge rst)
if (!rst)
   begin 
	stage<=s_0;
	sum1<=0;
	sum2<=0;
	jushu_p1<=0;
	jushu_p2<=0;
	light<=16'b0000_0000_0000_0000;
	end 
else case(stage)
s_0:begin
   light<=16'b1000_0000_0000_0001;
	if(!play1)
   stage<=s_1;
   else if (!play2)
   stage<=s_8;
   else stage<=s_0;
   end 
s_1:begin 
   light<=16'b0000_0000_0000_0001;
   stage<=s_2;
   end 
s_2:if(cnt1==7'b010_0111)	 
   light<=(light<<1);
    else if(light==16'b0000_0000_0000_1000)
	stage<=s_3;
    else stage<=s_2;
s_3:if(cnt2==7'b100_1111)	 
   light<=(light<<1);
	else if (light==16'b0000_1000_0000_0000)
	stage<=s_4;
	else stage<=s_3;
s_4:if(cnt1==7'b010_0111)	 
   light<=(light<<1);
	else if(light<=16'b1000_0000_0000_0000)
	begin 
	stage <=s_4;
	if (light<16'b1000_0000_0000_0000&&!play2)
	stage<=s_5;
	else if (light==16'b1000_0000_0000_0000)
	stage<=s_9;
	end 
s_5:if(cnt1==7'b010_0111)	 
   light<=(light>>1);
	else if (light==16'b0001_0000_0000_0000)
	stage<=s_6;
	else stage=s_5;
s_6:if(cnt2==7'b100_0111)	 
   light<=(light>>1);
	else if(light==16'b0000_0000_0001_0000)
	stage<=s_7;
	else stage<=s_6;
s_7:if(cnt1==6'b010_0111)	 
   light<=(light>>1);
	else if (light>=16'b0000_0000_0000_0001)
	begin 
	stage<=s_7;
	if(light>16'b0000_0000_0000_0001&&!play1)
	stage<=s_2;
	else if (light==16'b0000_0000_0000_0001)
	stage<=s_10;
	end 
s_8:begin 
   light<=16'b1000_0000_0000_0000;
	stage<=s_5;
	end 
s_9:begin
   sum1<=sum1+1'b1;
		stage<=s_11;
	end 
s_10:begin 
   sum2<=sum2+1'b1;
	stage<=s_12;
	end 
s_11:begin 
  	if (sum1==4'b1011&sum2<4'b1001) 
		begin jushu_p1<=jushu_p1+1'b1;sum1<=4'b0000; sum2<=4'b0000;stage<=s_0;end
	else if (sum2==4'b1011&sum1<4'b1001)
		begin	jushu_p2<=jushu_p2+1'b1;sum1<=4'b0000; sum2<=4'b0000;stage<=s_0;end
	else if(sum1>4'b1011&((sum1-sum2)>1))
		begin jushu_p1<=jushu_p1+1'b1;sum1<=4'b0000; sum2<=4'b0000;stage<=s_0;end
	else if(sum2>4'b1011&((sum2-sum1))>1)
		begin jushu_p2<=jushu_p2+1'b1;sum1<=4'b0000; sum2<=4'b0000;stage<=s_0;end
	else
	begin
	if(!play1) 
		stage<=s_1;
	else
		 stage<=s_11;
	end
	end	
s_12:begin 
 	if (sum1==4'b1011&sum2<4'b1001) 
		begin jushu_p1<=jushu_p1+1'b1;sum1<=4'b0000; sum2<=4'b0000;stage<=s_0;end
	else if (sum2==4'b1011&sum1<4'b1001)
		begin	jushu_p2<=jushu_p2+1'b1;sum1<=4'b0000; sum2<=4'b0000;stage<=s_0;end
	else if(sum1>4'b1011&((sum1-sum2)>1))
		begin jushu_p1<=jushu_p1+1'b1;sum1<=4'b0000; sum2<=4'b0000;stage<=s_0;end
	else if(sum2>4'b1011&((sum2-sum1))>1)
		begin jushu_p2<=jushu_p2+1'b1;sum1<=4'b0000; sum2<=4'b0000;stage<=s_0;end
	else 
  begin
	if(!play2) 
		stage<=s_8;
	else
		 stage<=s_12;
	end
	end
endcase 
always@(posedge clk_1khz or negedge rst) 
if (!rst)
	cnt<=0;
else 
	cnt<=cnt+1'b1;
always @(cnt)  
case(cnt)
	3'b000:dig=8'b0111_1111;
	3'b001:dig=8'b1011_1111;
	3'b010:dig=8'b1101_1111;
	3'b011:dig=8'b1110_1111;
	3'b100:dig=8'b1111_0111;
	3'b101:dig=8'b1111_1011;
	3'b110:dig=8'b1111_1101;
	3'b111:dig=8'b1111_1110;	
endcase 
always@(dig)
case (dig)
8'b0111_1111:sel=led_j1;  					 
8'b1011_1111:sel=led_j2;					 
8'b1101_1111:sel=8'b1111_1111;			 
8'b1110_1111:sel=led_p12;					 
8'b1111_0111:sel=led_p11;					 
8'b1111_1011:sel=8'b1111_1111;			 
8'b1111_1101:sel=led_p22;					 
8'b1111_1110:sel=led_p21;					 
endcase
always@(posedge clk)
case (jushu_p1)
3'b000:led_j1<=8'b1100_0000; 
3'b001:led_j1<=8'b1111_1001; 
3'b010:led_j1<=8'b1010_0100; 
3'b011:led_j1<=8'b1011_0000; 
3'b100:led_j1<=8'b1001_1001; 
endcase 
always@(posedge clk)
case (jushu_p2)
3'b000:led_j2<=8'b1100_0000; 
3'b001:led_j2<=8'b1111_1001; 
3'b010:led_j2<=8'b1010_0100; 
3'b011:led_j2<=8'b1011_0000; 
3'b100:led_j2<=8'b1001_1001; 
endcase 
always@(sum1)   
case (sum1)
4'b0000: 
begin
led_p11<=8'b1100_0000; 
led_p12<=8'b1100_0000; 
end 
4'b0001: 
begin
led_p11<=8'b1111_1001; 
led_p12<=8'b1100_0000; 
end 
4'b0010: 
begin
led_p11<=8'b1010_0100; 
led_p12<=8'b1100_0000; 
end 
4'b0011: 
begin
led_p11<=8'b1011_0000; 
led_p12<=8'b1100_0000; 
end 	
4'b0100: 
begin
led_p11<=8'b1001_1001; 
led_p12<=8'b1100_0000; 
end 	
4'b0101: 
begin
led_p11<=8'b1001_0010; 
led_p12<=8'b1100_0000; 
end 	
4'b0110: 
begin
led_p11<=8'b1000_0010; 
led_p12<=8'b1100_0000; 
end 	
4'b0111: 
begin
led_p11<=8'b1111_1000; 
led_p12<=8'b1100_0000; 
end 	
4'b1000: 
begin
led_p11<=8'b1000_0000; 
led_p12<=8'b1100_0000; 
end 	
4'b1001: 
begin
led_p11<=8'b1001_0000; 
led_p12<=8'b1100_0000; 
end
4'b1010: 
begin
led_p11<=8'b1100_0000; 
led_p12<=8'b1111_1001; 
end 	
4'b1011: 
begin
led_p11<=8'b1111_1001; 
led_p12<=8'b1111_1001; 
end 	
4'b1100: 
begin
led_p11<=8'b1010_0100; 
led_p12<=8'b1111_1001; 
end 
4'b1101: 
begin
led_p11<=8'b1011_0000; 
led_p12<=8'b1111_1001; 
end 		
4'b1110: 
begin
led_p11<=8'b1001_1001; 
led_p12<=8'b1111_1001; 
end 		
4'b1111: 
begin
led_p11<=8'b1001_0010; 
led_p12<=8'b1111_1001; 
end 		
endcase 
always@(sum2) 
case (sum2)
4'b0000: 
begin
led_p21<=8'b1100_0000; 
led_p22<=8'b1100_0000; 
end 
4'b0001: 
begin
led_p21<=8'b1111_1001; 
led_p22<=8'b1100_0000; 
end 
4'b0010: 
begin
led_p21<=8'b1010_0100; 
led_p22<=8'b1100_0000; 
end 
4'b0011: 
begin
led_p21<=8'b1011_0000; 
led_p22<=8'b1100_0000; 
end 	
4'b0100: 
begin
led_p21<=8'b1001_1001; 
led_p22<=8'b1100_0000; 
end 	
4'b0101: 
begin
led_p21<=8'b1001_0010; 
led_p22<=8'b1100_0000; 
end 	
4'b0110: 
begin
led_p21<=8'b1000_0010; 
led_p22<=8'b1100_0000; 
end 	
4'b0111: 
begin
led_p21<=8'b1111_1000; 
led_p22<=8'b1100_0000; 
end 	
4'b1000: 
begin
led_p21<=8'b1000_0000; 
led_p22<=8'b1100_0000; 
end 	
4'b1001: 
begin
led_p21<=8'b1001_0000; 
led_p22<=8'b1100_0000; 
end 
4'b1010: 
begin
led_p21<=8'b1100_0000; 
led_p22<=8'b1111_1001; 
end 	
4'b1011: 
begin
led_p21<=8'b1111_1001; 
led_p22<=8'b1111_1001; 
end 	
4'b1100: 
begin
led_p21<=8'b1010_0100; 
led_p22<=8'b1111_1001; 
end 
4'b1101: 
begin
led_p21<=8'b1011_0000; 
led_p22<=8'b1111_1001; 
end 		
4'b1110: 
begin
led_p21<=8'b1001_1001; 
led_p22<=8'b1111_1001; 
end 		
4'b1111: 
begin
led_p21<=8'b1001_0010; 
led_p22<=8'b1111_1001; 
end 		
endcase 
endmodule 
$ cat flow/run.sh
#!/bin/bash
# OpenROAD 26Q1-2900-gdf79404cd8, Yosys 0.63+post, stock flow scripts
make -C /OpenROAD-flow-scripts/flow DESIGN_CONFIG=/design/flow/config.mk WORK_HOME=/design/flow/orfs finish
==> metrics.cfg <==
[worst_hold_path]
min-delay-path-class = in2async

[clock_network]
cts_buffers = 9
cts_resized = 0
tritoncts = yes
cts.reportedPaths.clkPinSlew_ns = 0.06
hold_buffers = 0
clock_latency_ns = 0.32
post_cts_buffers = 0
htreeDepth = 3
clock_tree.buffer_depth = 2
cts_root_buf = clkbuf_16

[sta]
slew_headroom = 0.508
worst_slew_pin_slew_ns = 0.738
finalSetupViolations = 0
timing_hold_violations_final = 0
worst_clock_skew_ns = 0.00682
untimed_endpoints = 117
report.final.slew_viol_count = 0
hold_slack_ns = 0.408
fmaxAchievable_ghz = 0.464
totalNegativeSetupSlack_ns = 0
layout_worst_path_cycle_share = 0.653
unclocked_pins = 77
post-route-min-period_ns = 2.15
setup_repair_after_global_routing_missed_its_margin = no

[synthesis]
syn-instance-count = 707
yosys-stat-area_mm2 = 0.00734
yosysTopAreaCell = dfrtp_1
synthArstFlopShare = 0.876
synth_top_flop_cell = dfrtp_1
syn_area_mm2 = 0.00734
netlist-cell-type-count = 64
post_synth_main_area_contributors = dfrtp_1 (45%), ha_1 (7.0%), edfxtp_1 (4.9%)
mean_syn_cell_area_um2 = 10.4
yosys-stat-cells = 707
yosys_warnings = 1
top_cell_area_share = 0.454
enable_flop_cells = 12
synth.ff_latch_count = 153

[placement]
globalplace.congestion = 0.876
dp_hpwl_um = 9160
post-place-cells = 987
port_buffers = 34
placed_cell_area_mm2 = 0.00802

[job]
max-cap-violations = 0
warning_count = 50

[floorplan]
die_w_um = 137
floorplan.rows = 49
pre_place_util = 0.408
core_area_mm2 = 0.0180
die.size.y_um = 137
chip_area_mm2 = 0.0189
pin_count = 36

[setup_path]
cp.buffers_inverters = 0
crit_path_max_fanout = 16
worst_path_dominant_cell_family = AND-OR/OR-AND gates
critPathArrivalTime_ns = 2.19
timing.reg2reg.worst_path_depth = 6
timing.critical_path.cells = ha_1, o21ai_0, a21oi_1, o21ai_0, a311o_1, and2_1
timing.critical_path.mode_cell = o21ai_0
cpMaxStageDelayCell = a311o_1
worst_setup_path_end_kind = flip-flop
worst_r2r_startpoint = counter1[0]$_DFF_PN0_
crit_required_ns = 3.34
nature_of_the_critical_path_startpoint = flip-flop
timing.rr.end = clk_1khz$_DFFE_PP_
setup.worst_path.class = reg2reg
regToRegSetupSlack_ns = 1.15
crit_path_max_incr_delay_ns = 0.59

[grt]
initial_antenna_violation_count = 0
grt_max_degree = 76
grt_first_pass_wirelength_um = 22500
grt_pass1_vias = 4930
overflow = 0
global_route.usage.met1 = 0.241
gr-max-usage-layer = met1
gr_util_met3 = 0.0210
global_route.usage.met2 = 0.240
overall_global_routing_resource_usage = 0.151

[final_layout]
layout-drive-gt1-share = 0.0439
layout-area-overhead-vs-synth_pct = 13.4
layout.cells.non_filler = 1003
finalInstanceArea_mm2 = 0.00832
postLayoutCoreUtil = 0.463

[detailed_routing]
viasPerCell = 5.07
detailedRoute.firstPassIterationCount = 5
insertedDiodeCount = 0
vias = 5088
first_iter_violations = 273
detail_route.wirelength_um = 13000
drc = 0
wl_per_cell_um = 13.0
route.antenna.remaining_nets = 0

[run_status]
outcome = finished, final reports clean

[pwr]
power-per-cell-area_mw_per_mm2 = 243
vdd_ir_drop_max_uv = 307
static_power_due_to_leakage_uw = 0.00359

synth_stat cells, drive strengths merged (6+ instances only):
library cell	number
nand4	16
xor2	24
nor3	15
dfrtp	133
a211oi	10
nand2b	14
o22ai	9
clkbuf	21
and3	14
a21oi	19
nor2	75
a211o	7
dlxtn	7
nand3	17
edfxtp	12
o21ai	34
nor4	16
a22oi	15
mux2i	6
buf	6
ha	41
xnor2	16
nand2	59
nor2b	8
inv	31
report_power, final:
part | leakage, uW | internal (uW) | switching (uW)
Combinational | 0.00151 | 10.0 | 51.6
Sequential | 0.00193 | 1010 | 7.99
Clock | 0.000147 | 604 | 339
Total | 0.00359 | 1620 | 399
registers in the layout, indices dropped and copies added (netlist names), 7 cells and up:
register,count
cnt1,7
counter1,37
sel,7
light,16
counter,37
stage,13
cnt2,7
layout by cell type (no fill, tap or decap), drive strengths merged, types with 8 or more instances in the layout:
cell / instances
dfrtp: 133
nor2: 75
nand2: 59
conb: 43
ha: 41
o21ai: 34
clkdlybuf4s50: 33
inv: 31
xor2: 24
a21oi: 19
nand3: 17
nor4: 16
nand4: 16
xnor2: 16
nor3: 15
a22oi: 15
nand2b: 14
and3: 14
edfxtp: 12
clkbuf: 12
a211oi: 10
o22ai: 9
nor2b: 8
layout make-up:
class	count	area, um^2
Tap cell	229	287
Multi-Input combinational cell	537	3430
Clock buffer	12	246
Inverter	31	116
Sequential cell	153	3820
Fill cell	1582	9650
Clock inverter	4	48.8
Timing Repair Buffer	37	373
per-layer routing:
metal,vias to the layer above,wire length (um),share of wire
li1,2576,-,-
met1,2431,6480,0.50
met2,75,6130,0.47
met3,6,368,0.028
met4,0,66,0.0051
met5,-,0,0
per-stage QoR:
step	setup slack, ns	power (uW)
3_3_place_gp	1.22	1090
4_1_cts	1.15	2050
3_5_place_dp	1.16	1100
6_report	1.15	2020
2_1_floorplan	1.38	1050
5_1_grt	1.00	2090
how the worst max path moves through the flow:
stage / start / depth (start not counted) / endpoint
4_1_cts: counter1[0]$_DFF_PN0_ / 6 / clk_1khz$_DFFE_PP_
5_1_grt: counter1[0]$_DFF_PN0_ / 6 / clk_1khz$_DFFE_PP_
6_report: counter1[0]$_DFF_PN0_ / 6 / clk_1khz$_DFFE_PP_
logic make-up (layout without fill, tap and decap cells):
family | count (synthesis) | after routing | share of synthesized area
AND/OR/NAND/NOR | 267 | 267 | 0.182
buffers and inverters | 58 | 84 | 0.0331
flip-flops | 146 | 146 | 0.506
multiplexers | 9 | 9 | 0.0128
XOR/XNOR | 40 | 40 | 0.0478
other | 2 | 43 | 0.00102
latches | 7 | 7 | 0.0143
AND-OR/OR-AND | 135 | 135 | 0.127
adder cells (fa/ha/maj) | 43 | 43 | 0.0754
Power and IR drop assume default switching activity.
